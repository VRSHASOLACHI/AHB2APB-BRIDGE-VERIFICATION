File: flow/run.sh
#!/bin/bash
# OpenROAD 26Q1-2900-gdf79404cd8, Yosys 0.63+post, stock flow scripts
make -C /OpenROAD-flow-scripts/flow DESIGN_CONFIG=/design/flow/config.mk WORK_HOME=/design/flow/orfs finish
File: flow/config.mk
export PLATFORM = sky130hd
export DESIGN_NAME = ahb2apb
export DESIGN_NICKNAME = ahb2apb
export VERILOG_FILES = /design/flow/design.v
export SDC_FILE = /design/flow/constraint.sdc
export NUM_CORES = 4
export LEC_CHECK = 1
export CORE_AREA = 10 10 252 252
export DIE_AREA = 0 0 262 262
export SYNTH_HDL_FRONTEND = slang
File: flow/constraint.sdc
current_design ahb2apb

set clk_period 7.9
set clk_io_pct 0.2

create_clock -name clk0 -period $clk_period [get_ports {HCLK}]

set non_clock_inputs [all_inputs -no_clocks]
set_input_delay [expr $clk_period * $clk_io_pct] -clock clk0 $non_clock_inputs
set_output_delay [expr $clk_period * $clk_io_pct] -clock clk0 [all_outputs]
File: flow/design.v
interface ahb2apb_if #(parameter NO_OF_SLAVES = 8) (input bit HCLK, input bit PCLK);
  logic HRESETn;
  logic [31:0] HADDR;
  logic [1:0]  HTRANS;
  logic HWRITE;
  logic [31:0] HWDATA;
  logic HSELAHB;
  logic [31:0] HRDATA;
  logic HREADY;
  logic HRESP;
  logic [31:0] PRDATA [NO_OF_SLAVES-1:0];
  logic [NO_OF_SLAVES-1:0] PSLVERR;
  logic [NO_OF_SLAVES-1:0] PREADY;
  logic [31:0] PWDATA;
  logic PENABLE;
  logic [7:0]  PSELx;
  logic [31:0] PADDR;
  logic PWRITE;
  modport apb_drv_mp (
    input  PCLK, PADDR, PENABLE, PSELx, PWRITE,
    output PREADY, PSLVERR, PRDATA
  );
endinterface
module ahb2apb 
    #(parameter NO_OF_SLAVES = 8,
      parameter ADDR_WIDTH = 32,
      parameter DATA_WIDTH = 32,
      parameter SLAVE_START_ADDR_0 = 32'h000,
      parameter SLAVE_END_ADDR_0 = 32'h0ff,
      parameter SLAVE_START_ADDR_1 = 32'h100,
      parameter SLAVE_END_ADDR_1 = 32'h1ff,
      parameter SLAVE_START_ADDR_2 = 32'h200,
      parameter SLAVE_END_ADDR_2 = 32'h2ff,
      parameter SLAVE_START_ADDR_3 = 32'h300,
      parameter SLAVE_END_ADDR_3 = 32'h3ff,
      parameter SLAVE_START_ADDR_4 = 32'h400,
      parameter SLAVE_END_ADDR_4 = 32'h4ff,
      parameter SLAVE_START_ADDR_5 = 32'h500,
      parameter SLAVE_END_ADDR_5 = 32'h5ff,
      parameter SLAVE_START_ADDR_6 = 32'h600,
      parameter SLAVE_END_ADDR_6 = 32'h6ff,
      parameter SLAVE_START_ADDR_7 = 32'h700,
      parameter SLAVE_END_ADDR_7 = 32'h7ff)
    (input wire HCLK, HRESETn,
     input wire [ADDR_WIDTH-1:0] HADDR,
     input wire [1:0] HTRANS,
     input wire HWRITE,
     input wire [DATA_WIDTH-1:0] HWDATA,
     input wire HSELAHB,
     output reg [DATA_WIDTH-1:0] HRDATA,
     output reg HREADY,
     output reg HRESP,
     input wire [DATA_WIDTH-1:0] PRDATA [NO_OF_SLAVES-1:0],
     input wire [NO_OF_SLAVES-1:0] PSLVERR,
     input wire [NO_OF_SLAVES-1:0] PREADY,
     output reg [DATA_WIDTH-1:0] PWDATA,
     output reg PENABLE,
     output reg [NO_OF_SLAVES-1:0] PSELx,
     output reg [ADDR_WIDTH-1:0] PADDR,
     output reg PWRITE);
    reg [ADDR_WIDTH-1:0] HADDR_Temp;
    reg [ADDR_WIDTH-1:0] HADDR_Temp2;
    reg [DATA_WIDTH-1:0] HWDATA_Temp;
    reg [NO_OF_SLAVES-1:0] PSELx_Temp;
    reg [NO_OF_SLAVES-1:0] PSELx_Curr;
    reg [2:0] Slave_number;
    typedef enum {IDLE, READ, W_WAIT, WRITE, WRITE_P, W_ENABLE, W_ENABLE_P, R_ENABLE} states;
    states current_state, next_state;
    reg valid;
    reg HWRITE_Reg;
    always @(negedge HCLK) begin
        if (HRESETn == 1'b0)
            valid <= 1'b0;
        else if (HSELAHB && (HTRANS == 2'b10 || HTRANS == 2'b11))
            valid <= 1'b1;
        else
            valid <= 1'b0;
    end
    always @(negedge HCLK) begin
        if (PSLVERR[Slave_number] == 1'b0) begin
            if (HRESETn == 1'b0)
                current_state <= IDLE;
            else
                current_state <= next_state;
            HRESP <= 1'b0;
        end else begin
            current_state <= IDLE;
            HRESP <= 1'b1;
        end
    end
    always @(posedge HCLK) begin
        case (current_state)
            IDLE: begin
                PSELx = 8'b0;
                PENABLE = 1'b0;
                HREADY = 1'b1;
                if (valid == 1'b0)
                    next_state <= IDLE;
                else if (valid == 1'b1) begin
                    HADDR_Temp = HADDR;
                    if (HWRITE == 1'b0)  
                        next_state <= READ;
                    else  
                        next_state <= W_WAIT;
                end
            end
            READ: begin
                PSELx = PSELx_Curr;
                PADDR = HADDR_Temp;
                PWRITE = 1'b0;  
                PENABLE = 1'b0;
                HREADY = 1'b1;
                next_state <= R_ENABLE;
            end
            W_WAIT: begin
                PENABLE = 1'b0;
                HWRITE_Reg = HWRITE;
                PSELx_Temp = PSELx_Curr;
                HWDATA_Temp = HWDATA;
                HADDR_Temp2 = HADDR_Temp;
                if (valid == 1'b0) begin
                    HREADY = 1'b1;
                    next_state <= WRITE;
                end else if (valid == 1'b1) begin
                    next_state <= WRITE_P;
                    HADDR_Temp = HADDR;
                    HREADY = 1'b0;
                end
            end
            WRITE: begin
                HREADY = 1'b1;
                PSELx = PSELx_Temp;
                PADDR = HADDR_Temp2;
                PWDATA = HWDATA_Temp;
                PWRITE = 1'b1;  
                PENABLE = 1'b0;
                if (valid == 1'b0)
                    next_state <= W_ENABLE;
                else if (valid == 1'b1)
                    next_state <= W_ENABLE_P;
            end
            WRITE_P: begin
                PSELx = PSELx_Temp;
                PADDR = HADDR_Temp2;
                PWDATA = HWDATA_Temp;
                HWDATA_Temp = HWDATA;
                PWRITE = 1'b1;  
                PENABLE = 1'b0;
                HREADY = 1'b1;
                next_state <= W_ENABLE_P;
            end
            W_ENABLE: begin
                if (PREADY[Slave_number] == 1'b1) begin
                    PENABLE = 1'b1;
                    HREADY = 1'b0;
                    if (valid == 1'b1 && HWRITE == 1'b0)
                        next_state <= READ;
                    else if (valid == 1'b1 && HWRITE == 1'b1)
                        next_state <= W_WAIT;
                    else if (valid == 1'b0)
                        next_state <= IDLE;
                end else
                    next_state <= W_ENABLE;
            end
            W_ENABLE_P: begin
                if (PREADY[Slave_number] == 1'b1) begin
                    PENABLE = 1'b1;
                    HREADY = 1'b0;
                    PSELx_Temp = PSELx_Curr;
                    HADDR_Temp = HADDR;
                    if (valid == 1'b1 && HWRITE == 1'b1)
                        next_state <= WRITE_P;
                    else if (valid == 1'b0 && HWRITE == 1'b1)
                        next_state <= WRITE;
                    else if (HWRITE == 1'b0)
                        next_state <= READ;
                end else
                    next_state <= W_ENABLE_P;
            end
            R_ENABLE: begin
                if (PREADY[Slave_number] == 1'b1) begin
                    PENABLE = 1'b1;
                    HRDATA = PRDATA[Slave_number];
                    HREADY = 1'b1;
                    HADDR_Temp = HADDR;
                    if (valid == 1'b0)
                        next_state <= IDLE;
                    else if (HWRITE == 1'b0)
                        next_state <= READ;
                    else if (HWRITE == 1'b1)
                        next_state <= W_WAIT;
                end else
                    next_state <= R_ENABLE;
            end
        endcase
    end
    always @(posedge HCLK) begin
        PSELx_Curr = 8'b0;
        Slave_number = 3'b0;
        if (HADDR_Temp >= SLAVE_START_ADDR_0 && HADDR_Temp <= SLAVE_END_ADDR_0) begin
            PSELx_Curr = 8'h01;
            Slave_number = 3'd0;
        end
        if (HADDR_Temp >= SLAVE_START_ADDR_1 && HADDR_Temp <= SLAVE_END_ADDR_1) begin
            PSELx_Curr = 8'h02;
            Slave_number = 3'd1;
        end
        if (HADDR_Temp >= SLAVE_START_ADDR_2 && HADDR_Temp <= SLAVE_END_ADDR_2) begin
            PSELx_Curr = 8'h04;
            Slave_number = 3'd2;
        end
        if (HADDR_Temp >= SLAVE_START_ADDR_3 && HADDR_Temp <= SLAVE_END_ADDR_3) begin
            PSELx_Curr = 8'h08;
            Slave_number = 3'd3;
        end
        if (HADDR_Temp >= SLAVE_START_ADDR_4 && HADDR_Temp <= SLAVE_END_ADDR_4) begin
            PSELx_Curr = 8'h10;
            Slave_number = 3'd4;
        end
        if (HADDR_Temp >= SLAVE_START_ADDR_5 && HADDR_Temp <= SLAVE_END_ADDR_5) begin
            PSELx_Curr = 8'h20;
            Slave_number = 3'd5;
        end
        if (HADDR_Temp >= SLAVE_START_ADDR_6 && HADDR_Temp <= SLAVE_END_ADDR_6) begin
            PSELx_Curr = 8'h40;
            Slave_number = 3'd6;
        end
        if (HADDR_Temp >= SLAVE_START_ADDR_7 && HADDR_Temp <= SLAVE_END_ADDR_7) begin
            PSELx_Curr = 8'h80;
            Slave_number = 3'd7;
        end
    end
endmodule
==> out/qor.csv <==
stage,metric,value,unit
routing,initial detailed-routing violation count,253,
clock_network,post-CTS setup buffer count,0,
routing,met2 wire length,17600,um
yosys,ys cells,487,
worst_setup_path,CP peak stage delay,0.54,ns
hold_path,Hold EP,PWDATA[17]$_DFFE_PN_,
floorplan,total die size,68600,um2
worst_setup_path,WP buf/inv,1,
global_route,GR Overflow Total,0,
timing,Least-Margin Pin Slew,0.857,ns
cells_and_area,Commonest Layout Cell,clkdlybuf4s50_1,
yosys,"Seq share, synth",68.0,%
worst_setup_path,Worst setup EP type,output port,
timing,setup_tns,0,ns
worst_setup_path,Top delay family on crit path,buffers and inverters,
worst_setup_path,Reg-to-Reg End,PADDR[3]$_DFFE_PP_,
worst_setup_path,worst path cell trace,clkdlybuf4s50_1,
global_route,via count of the first global-routing pass,7027,
yosys,Cells after Synth,487,
timing,relative slew slack,42.6,%
global_route,antenna violations before repair,2,
placement,port bufs,448,
worst_setup_path,Crit path required time,6.32,ns
routing,met3 WL,3780,um
clock_network,clk sinks,230,
clock_network,htree depth,1,
clock_network,CTS tree,built,
placement,detailed placer's ending HPWL,28600,um
global_route,first-pass GRT wire length,50000,um
clock_network,TritonCTS Buffers,28,
worst_setup_path,R2R Setup Slk,1.19,ns
cells_and_area,Top cells excl fill/tap,"clkdlybuf4s50_1 (448), edfxtp_1 (214), mux2_2 (64), mux4_2 (41), clkbuf_16 (31)",
timing,Fin Clk Skew,0.0520,ns
yosys,cell area after synthesis,9910,um2
hold_path,Worst Hold Class,flop to flop,
yosys,synthesis area per yosys,9910,um2
timing,RSZ-0062 raised after global routing,false,
routing,max layer used,met5,
yosys,number of enable flip-flop cells,214,
floorplan,Core Region,57800,um2
run,Tool Warnings,31,
yosys,cell type with the largest total area,edfxtp_1,
routing,WL final,36400,um
floorplan,Die W,262,um
floorplan,die height,262,um
global_route,largest net degree at the start of global routing,48,
hold_path,WHS Path Cells,0,
power,Leakage,5.31,nW
floorplan,FP Util,17.2,%
run_status,status,completed,
yosys,Syn Area/Cell,20.4,um2
clock_network,cts hold-fix bufs,0,
clock_network,Latency at later pin,0.60,ns
routing,Vias,6411,
routing,WL/cell,20.9,um
worst_setup_path,crit path max-delay cell type,clkdlybuf4s50_1,
clock_network,Longest Clk Path Bufs,3,
yosys,Top cell area share,64.8,%
power,maximum vdd drop,0.180,mV
routing,DRC Markers,0,
yosys,top cells by area,"edfxtp_1 (65%), mux4_2 (9.3%), mux2_2 (7.3%)",
placement,Final Wtd Congestion,0.932,
floorplan,Top Ports,450,
routing,vias per cell,3.68,
clock_network,Root Driver,clkbuf_16,
cells_and_area,synthesis-to-finish area growth,63.9,%
worst_setup_path,"Max FO, Critical Path",1,
clock_network,PostCTS Resize Cnt,0,
timing,final hold vios,0,
floorplan,FP Rows,88,
routing,number of iterations in the first detailed-routing pass,4,
routing,wire length on met1,14300,um
yosys,Ys Warns,0,
timing,Finish-stage setup viols,0,
cells_and_area,share of cells above drive strength 1,18.0,%
yosys,ys flop type,edfxtp_1,
worst_setup_path,Critical Path AT,5.37,ns
global_route,Tot GR Track Use,10.5,%
cells_and_area,"Core Util, Final",28.1,%
clock_network,Worst-path clk slew,0.06,ns
power,power density over the cells,184,nW/um2
worst_setup_path,FF-to-FF path depth,5,
yosys,"Async S/R FF share, synth",0,%
run,Max Cap Viol,0,
worst_setup_path,r2r startpoint,current_state[2]$_SDFF_NP0_,
worst_setup_path,critical path class,flop to output port,
routing,ANT nets after route,0,
worst_setup_path,CP Launch Type,flop,
timing,Pins Over Slew Limit,0,
yosys,"FF+latch count, synth",230,
yosys,post-synth cell types,40,
hold_path,start point of the worst hold path,HWDATA_Temp[17]$_DFFE_PP_,
-- cell usage after synthesis (3+ instances only) --
cell type and instances:
clkbuf_1 8, buf_4 3, inv_1 5, nor4_1 4, mux4_1 27, and2_1 3
nor3_1 5, buf_12 3, buf_2 11, mux2i_1 9, o21ai_0 10, dfxtp_1 16
nand2b_1 3, and3b_1 4, and3_1 6, nand2_1 13, mux4_2 41, nor2_1 10
mux2_2 64, edfxtp_1 214
-- flip-flops by register name, indices dropped and copies added, names as in the netlist, 8 cells and up --
signal       cells
HRDATA          32
PSELx            8
HADDR_Temp2     32
HWDATA_Temp     32
PSELx_Temp       8
PWDATA          32
PSELx_Curr       8
PADDR           32
HADDR_Temp      32
-- layer usage --
| metal | vias to the layer above | track usage, % |
|---|---|---|
| li1 | 2982 | - |
| met1 | 3132 | 13.4 |
| met2 | 257 | 16.8 |
| met3 | 38 | 4.78 |
| met4 | 2 | 1.87 |
| met5 | - | 0 |
-- area by class of cell --
cell class / instances / area, um2
clock buffers: 40 / 840
fillers: 5713 / 41600
well taps: 765 / 957
multi-input cells: 225 / 2980
repair buffers: 460 / 4570
flip-flops and latches: 230 / 6760
diodes: 2 / 5.00
inverters: 4 / 15.0
clock inverters: 17 / 128
-- worst max path at each step --
stage / slack (ns) / to / cells after the start / startpoint
final: 0.95 / HRESP / 1 / HRESP$_DFF_N_
after global routing: 0.85 / HRESP / 1 / HRESP$_DFF_N_
after CTS: 0.90 / HRESP / 1 / HRESP$_DFF_N_
-- kinds of logic after synthesis --
kind of cell           Yosys count  share of synthesized area [%]
other                            1                         0.0378
flip-flops                     230                           68.0
buffers and inverters           34                           2.41
multiplexers                   142                           24.9
AND/OR/NAND/NOR                 54                           2.86
AND-OR/OR-AND                   25                           1.68
XOR/XNOR                         1                         0.0884
-- per-stage QoR --
step / power [mW] / area [um2] / setup slack (ns) / hold WS (ns) / std cells
after floorplan: 1.49 / 9920 / 0.425 / 0.400 / 489
after global placement: 1.72 / 15300 / 0.595 / 0.400 / 1685
after detailed placement: 1.72 / 15300 / 0.569 / 0.405 / 1685
after CTS: 3.06 / 16200 / 0.902 / 0.412 / 1741
after global routing: 3.13 / 16200 / 0.854 / 0.421 / 1741
final: 2.99 / 16300 / 0.948 / 0.411 / 1743
-- report_power, final --
part,total [mW],switching [mW],internal (mW)
Clock,1.31,0.528,0.779
Combinational,0.296,0.0800,0.216
Sequential,1.39,0.0154,1.38
Total,2.99,0.623,2.37
Power is estimated from default activity; no workload was simulated.
